## /design/flow/run.sh

```bash
#!/bin/bash
# OpenROAD 26Q1-2900-gdf79404cd8, Yosys 0.63+post, stock flow scripts
make -C /OpenROAD-flow-scripts/flow DESIGN_CONFIG=/design/flow/config.mk WORK_HOME=/design/flow/orfs finish
```

## /design/flow/config.mk

```make
export PLATFORM = sky130hd
export DESIGN_NAME = MEMWB
export DESIGN_NICKNAME = MEMWB
export VERILOG_FILES = /design/flow/design.v
export SDC_FILE = /design/flow/constraint.sdc
export NUM_CORES = 4
export LEC_CHECK = 1
export CORE_AREA = 10 10 78 78
export DIE_AREA = 0 0 88 88
```

## /design/flow/design.v

```verilog
`timescale 1ns / 100 ps
module MEMWB(clk, memtoreg, reg_write, read_data, alu_out, instr_rd, halt,
					memtoreg_reg, reg_write_reg, read_data_reg, alu_out_reg, instr_rd_reg, halt_reg);
	input clk, memtoreg, reg_write, halt;
	input[15:0] alu_out, read_data;
	input[2:0] instr_rd;
	output memtoreg_reg, reg_write_reg, halt_reg;
	output[15:0] read_data_reg, alu_out_reg;
	output[2:0] instr_rd_reg;
	reg memtoreg_reg, reg_write_reg, halt_reg;
	reg[15:0] read_data_reg, alu_out_reg;
	reg[2:0] instr_rd_reg;
	always@(posedge clk)
	begin
		memtoreg_reg <= memtoreg;
		reg_write_reg <= reg_write;
		read_data_reg <= read_data;
		alu_out_reg <= alu_out;
		instr_rd_reg <= instr_rd;
		halt_reg <= halt;
	end
endmodule
```

## /design/flow/constraint.sdc

```tcl
current_design MEMWB

set clk_period 1.0
set clk_io_pct 0.2

create_clock -name clk0 -period $clk_period [get_ports {clk}]

set non_clock_inputs [all_inputs -no_clocks]
set_input_delay [expr $clk_period * $clk_io_pct] -clock clk0 $non_clock_inputs
set_output_delay [expr $clk_period * $clk_io_pct] -clock clk0 [all_outputs]
```

==> flow_summary.json <==
{
  "synth_seq_share_pct": 100,
  "power_switching_share_pct": 18.6,
  "worst_setup_path_end_kind": "output port",
  "numCtsBuffers": 5,
  "power.net_switching_mw": 0.517,
  "post-route-min-period_ps": 964,
  "chip_area_um2": 7740,
  "route.detailed.drc": 0,
  "outcome": "finished, final reports clean",
  "ctsRootBufferMaster": "clkbuf_8",
  "synthMostInstantiatedCell": "dfxtp_1",
  "mux_area_share_pct": 0,
  "seq_area_um2": 777,
  "antenna_found_initial": 0,
  "maximum_number_of_pins_on_one_net_before_global_route_repair": 12,
  "leading_area_contributor_after_synthesis": "dfxtp_1",
  "leading_cell_types_by_total_area_after_synthesis": "dfxtp_1",
  "count_of_h_tree_levels_built_during_cts": 2,
  "worst-endpoint-arrival_ps": 760,
  "die-height_um": 88,
  "timing_worst_slew_pin_value_ps": 67.5,
  "crit_path_max_fanout": 1,
  "synthAoiAreaFrac_pct": 0,
  "cts.hold.buffers_added": 0,
  "yosys_area_um2": 761,
  "antenna_left": 0,
  "syn_std_cell_area_um2": 761,
  "maxSlewViolCount": 0,
  "cts.path.max_buffers": 2,
  "post_cts_buffers": 0,
  "detail_route.vias_per_cell": 3.36,
  "vias_in_the_first_global_route": 603,
  "synth.top_cells.by_count": "dfxtp_1",
  "num_vias": 581,
  "drive_gt1_share_pct": 30.6,
  "cts_tree": "built",
  "final_report_setup_violation_count": 0,
  "share_comb_of_total_power_pct": 8.3,
  "route.antenna.diode_count": 0,
  "final_design_area_no_fill_um2": 1600,
  "setup_tns_ps": 0,
  "p_int_mw": 2.27,
  "simple_gate_share_pct": 0,
  "synth_xor_xnor_area_share_pct": 0,
  "warning_count": 25,
  "critPathBufInv": 1,
  "io_pins": 77,
  "clock_power_share_pct": 33.5,
  "postPlaceCellArea_um2": 1590,
  "yosysWarningCount": 1,
  "filler_cell_count": 428,
  "layout.comb_gates.multi_input": 0,
  "fp.coreArea_um2": 4410,
  "worst_path_max_delay_cell": "dfxtp_2",
  "final_cells": 173,
  "grt_setup_unrepaired": "no",
  "drt_iter0_markers": 6,
  "postSynthRegisterBits": 38,
  "grt_overflow": 0,
  "max_slew_margin_pct": 95.5,
  "route.detailed.wl_per_inst_um": 14.2,
  "maxCapViolCount": 0,
  "critical-path-top-delay-family": "flip-flops",
  "totalPowerFinal_mw": 2.78,
  "postLayoutSetupSlackWorst_ps": 36.1,
  "worst-setup-path-type": "register to output port",
  "netlist-cell-type-count": 1,
  "finalCritPeriodShare_pct": 96.4,
  "sequentialPowerShare_pct": 58.2,
  "floorplan.rows": 24,
  "post-place-cells": 166,
  "dominant_register_cell": "dfxtp_1",
  "crit_chain": "clkdlybuf4s15_1",
  "critical-path-max-stage-delay_ps": 310,
  "final_core_utilization_pct": 36.2,
  "fp_util_pct": 17.2,
  "groute.usage.overall_pct": 6.00,
  "flow.area_growth_from_synthesis_pct": 110,
  "cts.reportedPaths.clkPinSlew_ps": 70,
  "hold_violations": 0,
  "cellPowerDensity_nw_per_um2": 1740,
  "max_freq_mhz": 1040,
  "cts.sink_count": 38,
  "ys_cells": 38,
  "floorplan.die.width_um": 88,
  "hold_ws_ps": 354,
  "comb_area_um2": 0,
  "gp_routability_congestion": 0.669,
  "postSynth.asyncResetShare_pct": 0,
  "io_buffer_count": 76,
  "synth-edff-count": 0,
  "synthCells": 38,
  "syn_area_per_cell_um2": 20.0,
  "global_route_wire_length_before_repair_um": 3520,
  "netlist.area_leader.share_pct": 100,
  "p_leak_nw": 0.679,
  "ir_drop_v": 0.000609,
  "first_pass_iters": 3,
  "worst-endpoint-required_ps": 800,
  "ys_sh_adder_pct": 0,
  "drt_wl_total_um": 2460,
  "startpoint_type": "register",
  "pre_cts_ws_ps": 17.8,
  "min-delay-path-class": "input pin to register"
}
cells in the final DEF (no fill, tap or decap):
cell / instances
buf_2: 1
clkbuf_2: 16
clkbuf_8: 5
clkdlybuf4s15_1: 21
clkdlybuf4s50_1: 38
clkinv_2: 2
dfxtp_1: 25
dfxtp_2: 13
final timing paths:
kind             from                 to  depth (start not counted)
min     read_data[11]  read_data_reg[11]                          1
max   instr_rd_reg[2]    instr_rd_reg[2]                          1
metal layers:
metal / track usage, % / routed length [um] / vias up
met5: 0 / 0 / -
met2: 8.80 / 1080 / 46
met3: 5.52 / 486 / 5
li1: - / - / 279
met1: 6.44 / 853 / 251
met4: 0.870 / 36 / 0
layout make-up:
type                  instances  share of cell area, %
sequential                   38                   48.7
timing repair buffer         76                   42.3
clock buffer                  5                   4.31
tap                          52                   4.08
clock inverter                2                  0.627
power groups by stage:
stage	Sequential (mW)	Combinational [mW]	Clock, mW
5_1_grt	1.63	0.251	1.05
4_1_cts	1.62	0.257	0.988
6_report	1.62	0.232	0.932
timing repair:
| action | CTS | global route |
|---|---|---|
| endpoints found under the setup margin | 38 | 22 |
| pin swaps | 0 | 0 |
| gates resized | 81 | 25 |
kinds of logic (layout without fill, tap and decap cells):
kind of cell	Yosys count	in the layout
buffers and inverters	0	83
DFF	38	38
Power figures rest on the tool's default switching activity, not on a simulated workload.
