<file path="/design/flow/config.mk">
export PLATFORM = sky130hd
export DESIGN_NAME = EXMEM
export DESIGN_NICKNAME = EXMEM
export VERILOG_FILES = /design/flow/design.v
export SDC_FILE = /design/flow/constraint.sdc
export NUM_CORES = 4
export LEC_CHECK = 1
export CORE_UTILIZATION = 30
</file>
<file path="/design/flow/constraint.sdc">
current_design EXMEM

set clk_period 1.0
set clk_io_pct 0.2

create_clock -name clk0 -period $clk_period [get_ports {clk}]

set non_clock_inputs [all_inputs -no_clocks]
set_input_delay [expr $clk_period * $clk_io_pct] -clock clk0 $non_clock_inputs
set_output_delay [expr $clk_period * $clk_io_pct] -clock clk0 [all_outputs]
</file>
<file path="/design/flow/design.v">
`timescale 1ns / 100 ps
module EXMEM(clk, memtoreg, reg_write, branch, jump, halt, word_en, ld_en, mem_read, mem_write, pc_branch, zero, alu_out, reg_out, instr_rd,
					memtoreg_reg, reg_write_reg, pcsrc, jump_reg, mem_read_reg, mem_write_reg, pc_branch_reg, alu_out_reg, 
					reg_out_reg, instr_rd_reg, halt_reg, word_en_reg, ld_en_reg);
	input clk, reg_write, branch, mem_read, mem_write, zero, memtoreg, jump, halt, word_en, ld_en;
	input[15:0] pc_branch, alu_out, reg_out;
	input[2:0] instr_rd;
	output memtoreg_reg, reg_write_reg, pcsrc, mem_read_reg, mem_write_reg, jump_reg, halt_reg, word_en_reg, ld_en_reg;
	output[15:0] pc_branch_reg, alu_out_reg, reg_out_reg;
	output[2:0] instr_rd_reg;
	reg pcsrc;
	reg memtoreg_reg, reg_write_reg, mem_read_reg, mem_write_reg, jump_reg, halt_reg, word_en_reg, ld_en_reg;
	reg[15:0] pc_branch_reg, alu_out_reg, reg_out_reg;
	reg[2:0] instr_rd_reg;
	always@(posedge clk)
	begin
		memtoreg_reg <= memtoreg;
		reg_write_reg <= reg_write;
		mem_read_reg <= mem_read;
		mem_write_reg <= mem_write;
		pc_branch_reg <= pc_branch;
		alu_out_reg <= alu_out;
		reg_out_reg <= reg_out;
		instr_rd_reg <= instr_rd;
		jump_reg <= jump;
		halt_reg <= halt;
		word_en_reg <= word_en; 
		ld_en_reg	<= ld_en;
		pcsrc <= branch & zero;
	end
endmodule
</file>
<file path="/design/flow/run.sh">
#!/bin/bash
# OpenROAD 26Q1-2900-gdf79404cd8, Yosys 0.63+post, stock flow scripts
make -C /OpenROAD-flow-scripts/flow DESIGN_CONFIG=/design/flow/config.mk WORK_HOME=/design/flow/orfs finish
</file>
==> ds_physical_params.txt <==
Summary of implementation characteristics

Parameter                              Value

Status
  Status .................. finished clean

Global route
  First-pass GRT wire length .................. 4781 um
  Total Routing Usage GR .................. 16.13%
  Number of antenna violations at the first check in global routing .................. 0
  Pin count of the biggest net entering global routing .................. 10
  Number of global-route vias before repair .................. 1001
  Total grt overflow .................. 0

Routing
  Post-Route WL .................. 3180 um
  Total via count in the routed design .................. 935
  Highest routed layer .................. met4
  Met2 wire len .................. 1340 um
  Mean routed wirelength per cell .................. 12.93 um
  Antenna viol nets, final .................. 0
  Diode insertion count for antenna repair .................. 0
  Number of iterations in the first detailed-routing pass .................. 3
  Vias/cell .................. 3.801
  Wl on met1 .................. 1211 um
  Detailed Route Iter0 Violations .................. 42
  Number of remaining DRC errors .................. 0
  Met3 wire length .................. 577 um

Floorplanning
  Initial core utilization .................. 32.02%
  Die height .................. 65.44 um
  Core area .................. 3771 um2
  Total number of placement rows .................. 22
  Die boundary width .................. 65.44 um
  Die area .................. 4282 um2
  I/O Pins .................. 122

Timing
  Headroom to the max-slew limit .................. 93.17%
  Unrepaired setup endpoints after global routing .................. false
  Final number of setup-violating endpoints .................. 0
  Time the worst path needs with I/O delays and setup .................. 0.9433 ns
  Transition at the pin with the smallest max-transition slack .................. 0.1025 ns
  Share of the clock period used by the worst path .................. 94.33%
  Fin. max-slew vios .................. 0
  Fmax .................. 1060 MHz
  Final number of hold-violating endpoints .................. 0
  Total Neg Setup Slack .................. 0 ns

Critical path
  Startpoint type of the worst setup path .................. register
  Critical path peak fanout .................. 1
  Family with the most delay on the worst path .................. flip-flops
  Arrival time reported for the critical path endpoint .................. 0.74 ns
  Maximum single-stage delay on the critical path .................. 0.31 ns
  Worst Setup End Kind .................. output port
  WP buf/inv .................. 1
  Worst Setup Path Type .................. reg2out
  Data required time of the worst path .................. 0.80 ns
  Critical path's slowest cell .................. sky130_fd_sc_hd__dfxtp_2
  Crit-path cells .................. buf_2

Final layout
  Layout Area Growth over Synthesis .................. 94.71%
  Top library cells by usage in the layout, fill and taps aside .................. sky130_fd_sc_hd__clkdlybuf4s50_1, sky130_fd_sc_hd__buf_2, sky130_fd_sc_hd__dfxtp_1
  Post-route insts no fill .................. 246
  Ratio of cells with drive above 1 in the final layout .................. 40.40%
  Most frequently placed logic cell in the final layout .................. sky130_fd_sc_hd__clkdlybuf4s50_1

CTS
  Total CTS buffers .................. 9
  CTS tree .................. yes
  Clock-pin slew of the registers on the worst-case setup and hold paths .................. 0.06 ns
  Root Driver .................. sky130_fd_sc_hd__clkbuf_8
  Longest Clk Path Bufs .................. 2
  H-Tree Level Count .................. 3
  Sink Count .................. 60

Pwr
  Worst vdd rail ir drop .................. 1110 uV
  Leakage power total .................. 1.070 nW
  Power per standard cell area .................. 1974 nW/um2

Synthesis
  Cells after synthesis .................. 61
  Share of synthesized cell area in and, or, nand and nor gates .................. 0.5181%
  Yosys Warn Count .................. 1
  Adder and majority cell fraction of the synthesized area .................. 0%
  Syn avg cell area .................. 19.79 um2
  Registers, synthesis .................. 60
  Ys cells .................. 61
  Share of synthesized cell area in and-or and or-and compound cells .................. 0%
  Xor+xnor area frac .................. 0%
  Yosys stat area .................. 1207 um2
  Dominant combinational cell family by area after synthesis .................. simple AND/OR/NAND/NOR gates
  Mux contribution to synthesized area .................. 0%
  Sequential fraction of the synthesis area .................. 99.48%
  Total standard cell area after synthesis .................. 1207 um2
  Post-synth cell types .................. 2

Min path
  Endpoint, Worst Hold .................. reg_out_reg[8]
  Worst hold path cell count .................. 1
  Class of the worst hold path .................. in2reg
  Hold_sp .................. reg_out[8]

Placed design
  Placed Cells incl. Taps .................. 230
  Weighted congestion reported at the end of routability-driven placement .................. 0.7202
  PortBufs .................. 121

Flow run
  Max-Cap Viols .................. 0
  Total number of warnings across the stage logs .................. 26
-- kinds of logic (layout without fill, tap and decap cells) --
group / count (synthesis) / after routing
flops: 60 / 60
simple gates: 1 / 1
buf+inv: 0 / 137
-- power breakdown --
group | leakage (nW) | total, W | internal (W) | switching [W]
Clock | 0.0844 | 0.00176 | 0.000961 | 0.000797
Combinational | 0.479 | 0.000332 | 0.000283 | 0.0000495
Sequential | 0.506 | 0.00255 | 0.00252 | 0.0000267
-- final cells by class --
cell class	instances	area [um2]
Fill cell	291	1420
Sequential cell	60	1211
Timing Repair Buffer	121	910.9
Clock buffer	14	152.6
Tap cell	48	60.06
Clock inverter	2	10.01
Multi-Input combinational cell	1	6.256
-- metrics by stage --
stage | setup WS [ns] | hold slack (ns) | power [W] | cell area, um2 | util, %
4_1_cts | 0.0005320 | 0.2967 | 0.004731 | 2369 | 62.81
3_5_place_dp | 0.01381 | 0.6516 | 0.003057 | 2479 | 65.73
2_1_floorplan | 0.5385 | 0.2277 | 0.002569 | 1207 | -
5_1_grt | 0.008084 | 0.2923 | 0.004903 | 2351 | 62.34
3_3_place_gp | 0.007294 | 0.6497 | 0.003055 | 2479 | 65.73
6_report | 0.05666 | 0.3186 | 0.004640 | 2351 | 62.34
-- synthesized netlist by cell type --
| library cell | n | area share [%] |
|---|---|---|
| sky130_fd_sc_hd__and2_1 | 1 | 0.52 |
| sky130_fd_sc_hd__dfxtp_1 | 60 | 99 |
-- what timing repair did --
item / 4_1_cts / 5_1_grt
setup endpoints to repair: 60 / 4
setup buffers: 0 / 0
resized: 188 / 6
hold buffers: 0 / 0
hold endpoints to repair: 0 / 0
-- routing by layer --
layer  global-route usage, %  vias up
met2                   21.39       72
li1                        -      455
met1                   21.54      402
met5                       0        -
met3                   11.97        6
met4                   3.533        0
-- worst max-delay path by stage --
| stage | start | endpoint | slack (ns) | cells past startpoint |
|---|---|---|---|---|
| final | alu_out_reg[2] | alu_out_reg[2] | 0.06 | 1 |
| after global routing | alu_out_reg[5] | alu_out_reg[5] | 0.008 | 1 |
| after CTS | alu_out_reg[11] | alu_out_reg[11] | 0.0005 | 1 |
No activity file was given, so power comes from the tool's default toggle rates.
