==> /design/flow/design.v <==
`timescale 1ns / 100 ps
module IDEX(clk, idex_en, memtoreg, reg_write, mem_read, mem_write, reg_dst, alusrc_a, alusrc_b, aluop, pc_plus2, branch, jump, halt, word_en, ld_en,
			read_data1, read_data2, branch_label,sign_extend, rs, instr_rt, instr_rd, jump_addr, memtoreg_reg, reg_write_reg, branch_reg, jump_reg,
			mem_read_reg, mem_write_reg, reg_dst_reg, alusrc_a_reg, alusrc_b_reg, aluop_reg, pc_plus2_reg, read_data1_reg,
			halt_reg, read_data2_reg, branch_label_reg, sign_extend_reg, rs_reg, instr_rt_reg, instr_rd_reg, jump_addr_reg, word_en_reg, ld_en_reg);
			input clk, memtoreg, reg_write, mem_read, mem_write, reg_dst, alusrc_a, branch, jump, halt, word_en, ld_en, idex_en;
			input[1:0] alusrc_b;
			input[2:0] aluop;
			input[11:0] jump_addr;
			input[5:0] branch_label;
			input[15:0] pc_plus2, read_data1, read_data2, sign_extend;
			input[2:0] instr_rt, instr_rd, rs;
			output memtoreg_reg, reg_write_reg, mem_read_reg, mem_write_reg, reg_dst_reg, alusrc_a_reg, branch_reg, jump_reg, halt_reg, word_en_reg, ld_en_reg;
			output[2:0] aluop_reg;
			output[5:0] branch_label_reg;
			output[15:0] pc_plus2_reg, read_data1_reg, read_data2_reg, sign_extend_reg;
			output[2:0] instr_rt_reg, instr_rd_reg, rs_reg;
			output[1:0] alusrc_b_reg;
			output[11:0] jump_addr_reg;
			reg memtoreg_reg, reg_write_reg, mem_read_reg, mem_write_reg, reg_dst_reg, alusrc_a_reg, branch_reg, jump_reg, halt_reg, word_en_reg, ld_en_reg;
			reg[2:0] aluop_reg;
			reg[5:0] branch_label_reg;
			reg[15:0] pc_plus2_reg, read_data1_reg, read_data2_reg, sign_extend_reg;
			reg[2:0] instr_rt_reg, instr_rd_reg, rs_reg;
			reg[1:0] alusrc_b_reg;
			reg[11:0] jump_addr_reg;
			always @(posedge clk)
			begin
			if(idex_en)
			begin
				memtoreg_reg <= memtoreg;
				reg_write_reg <= reg_write;
				mem_read_reg <= mem_read;
				mem_write_reg <= mem_write;
				reg_dst_reg <= reg_dst;
				alusrc_a_reg <= alusrc_a;
				aluop_reg <= aluop;
				pc_plus2_reg <= pc_plus2;
				read_data1_reg <= read_data1;
				read_data2_reg <= read_data2;
				sign_extend_reg <= sign_extend;
				rs_reg <= rs;
				instr_rt_reg <= instr_rt;
				instr_rd_reg <= instr_rd;
				branch_reg <= branch;
				jump_reg <= jump;
				alusrc_b_reg <= alusrc_b;
				jump_addr_reg <= jump_addr;
				halt_reg <= halt;
				branch_label_reg <= branch_label;
				word_en_reg <=word_en;
				ld_en_reg <= ld_en;
			end
			else
			begin
				instr_rt_reg <= 0;
				instr_rd_reg <= 0;
			end
			end
endmodule
==> /design/flow/run.sh <==
#!/bin/bash
# OpenROAD 26Q1-2900-gdf79404cd8, Yosys 0.63+post, stock flow scripts
make -C /OpenROAD-flow-scripts/flow DESIGN_CONFIG=/design/flow/config.mk WORK_HOME=/design/flow/orfs finish
==> /design/flow/config.mk <==
export PLATFORM = sky130hd
export DESIGN_NAME = IDEX
export DESIGN_NICKNAME = IDEX
export VERILOG_FILES = /design/flow/design.v
export SDC_FILE = /design/flow/constraint.sdc
export NUM_CORES = 4
export LEC_CHECK = 1
export CORE_AREA = 10 10 149 149
export DIE_AREA = 0 0 159 159
==> /design/flow/constraint.sdc <==
current_design IDEX

set clk_period 1.0
set clk_io_pct 0.2

create_clock -name clk0 -period $clk_period [get_ports {clk}]

set non_clock_inputs [all_inputs -no_clocks]
set_input_delay [expr $clk_period * $clk_io_pct] -clock clk0 $non_clock_inputs
set_output_delay [expr $clk_period * $clk_io_pct] -clock clk0 [all_outputs]
==> flow_summary_export.csv <==
group,metric,value,unit
outcome,outcome,"complete, but fails checks",
outcome,violations,"setup timing",
placement,port_buffers,215,
grt,overflow,0,
logic_synthesis,synth_top_cell_by_count,"edfxtp_1",
drt,vias_per_cell,3.273,
final_layout,area_growth_syn_to_layout,72.35,%
logic_synthesis,synth_seq_share,98.82,%
logic_synthesis,mux_share,0,%
final_layout,instances_no_fill,608,
clock_network,cts_max_level,3,
logic_synthesis,xor_share,0,%
final_timing,whs,0.3180,ns
logic_synthesis,synth.top_cells.by_count,"edfxtp_1, and2_1, dfxtp_1",
logic_synthesis,netlist_instances,113,
logic_synthesis,synth_cell_types,3,
logic_synthesis,ys_seq_elements,107,
setup_path,critPathLaunchType,"flop",
logic_synthesis,yosys_cells,113,
setup_path,critPathKind,"flop to output port",
final_layout,drive_gt1_share,36.89,%
clock_network,clockBufferDepth,2,
setup_path,slowest_delay,0.39,ns
floorplanning,io_pins,216,
logic_synthesis,synthTopCellsByArea,"edfxtp_1, dfxtp_1, and2_1",
drt,firstDrtPassIters,6,
clock_network,cts_tree,"built",
hold_path,hold_end,"jump_addr_reg[10]",
setup_path,crit_fanout,1,
setup_path,end_kind,"output port",
placement,place_inst,591,
setup_path,required,0.80,ns
clock_network,numCtsBuffers,9,
hold_path,hold_class,"primary input to flop",
logic_synthesis,yosys.area_share.adder,0,%
logic_synthesis,postSynthAreaPerCell,28.24,um^2
final_timing,fmax,923.2,MHz
final_timing,finalCriticalPeriod,1.083,ns
final_timing,tightest_slew,0.2847,ns
drt,drcViolationCount,0,
grt,grt_pass1_wl,14710,um
clock_network,cts-root-buf,"clkbuf_16",
final_layout,finalCoreUtilization,29.20,%
logic_synthesis,ys_area,3191,um^2
logic_synthesis,synthArstFlopShare,0,%
final_timing,relSlewSlack,81.02,%
logic_synthesis,synth-edff-count,101,
grt,grt_use_total,7.849,%
logic_synthesis,largest_area_cell,"edfxtp_1",
floorplanning,num_rows,50,
final_timing,hold_violations,0,
power_and_ir_drop,leakage,0.002075,uW
logic_synthesis,ys.flop_type,"edfxtp_1",
run,log.warning_count,27,
final_timing,slew_violations,0,
grt,grt_max_degree,50,
grt,antenna_found_initial,2,
setup_path,path_buffers,1,
run,drv_cap,0,
floorplanning,initial_core_util,16.94,%
placement,pre_cts_ws,-0.04734,ns
setup_path,crit_chain,"buf_2",
floorplanning,die_h,159,um
floorplanning,die-area,25280,um^2
power_and_ir_drop,ir_drop,0.7444,mV
final_timing,layout_setup_ws,-0.08324,ns
placement,place.gp.congestion,0.7436,
hold_path,hp-start,"idex_en",
power_and_ir_drop,cellPowerDensity,1804,nW/um^2
drt,post_drt_wl_per_cell,16.65,um
final_timing,period_used_share,108.3,%
drt,drtIter0Drc,85,
logic_synthesis,syn_area,3191,um^2
drt,ant_nets,0,
drt,drt-total-wl,10120,um
final_timing,finalSetupViolations,101,
grt,grt_pass1_vias,2144,
clock_network,clock-sinks,107,
drt,vias,1990,
clock_network,clk_pin_slew_worst_paths,0.07,ns
floorplanning,die_w,159,um
floorplanning,placeableCoreArea,18830,um^2
power_and_ir_drop,finalPower,9918,uW
logic_synthesis,simple_gate_share,1.176,%
logic_synthesis,synth_warnings,1,
logic_synthesis,synthAoiAreaFrac,0,%
placement,dp_hpwl,8311,um
hold_path,hold_depth,2,
clock_network,post-cts-setup-buffer-count,0,
setup_path,critPathTopFamily,"flip-flops",
final_timing,rsz0062_at_grt,"yes",
setup_path,crit_path_top_delay_cell,"edfxtp_1",
setup_path,worstPathArrival,0.88,ns
logic_synthesis,synthTopLogicFamily,"simple AND/OR/NAND/NOR gates",
logic_synthesis,top_area_share,95.06,%
[per-stage QoR]
| stage | setup TNS, ns | cell area, um^2 |
|---|---|---|
| floorplan | 0 | 3191 |
| global placement | -0.4545 | 5713 |
| detailed placement | -0.3855 | 5713 |
| CTS | -6.791 | 5497 |
| global route | -8.676 | 5497 |
| finish | -2.998 | 5499 |
[per-layer routing]
| metal | GRT usage (%) | wire, um | share of wire (%) | vias up |
|---|---|---|---|---|
| li1 | - | - | - | 908 |
| met1 | 8.954 | 3722 | 37 | 923 |
| met2 | 12.05 | 4677 | 46 | 143 |
| met3 | 5.796 | 1564 | 15 | 14 |
| met4 | 0.9688 | 146 | 1.4 | 2 |
| met5 | 0 | 13 | 0.13 | - |
[worst max-delay path by stage]
stage         cells after the start                from            endpoint
finish                            1    pc_plus2_reg[14]    pc_plus2_reg[14]
global route                      1  read_data2_reg[13]  read_data2_reg[13]
CTS                               1  read_data2_reg[13]  read_data2_reg[13]
[cells in the final DEF, fill, tap and decap left out, drive strengths merged]
master         count
buf              111
clkdlybuf4s50    107
edfxtp           101
clkbuf             9
and2               6
dfxtp              6
clkinvlp           3
bufinv             2
clkinv             2
diode              1
[final cells by class]
type,instances,area [um^2]
Fill cell,1894,13330
Clock buffer,9,225.2
Tap cell,260,325.3
Sequential cell,107,3154
Antenna cell,1,2.502
Timing Repair Buffer,218,1662
Clock inverter,7,92.59
Multi-Input combinational cell,6,37.54
[where the power goes]
part	internal, uW	switching [uW]	leakage [uW]	total, uW
clock network	2180	1550	0.000147	3730
logic	592	239	0.000889	831
registers	5280	75.1	0.00104	5350
[cells by family (layout without fill, tap and decap cells)]
family,after synthesis,count (layout)
other cells,0,1
flops,107,107
buf+inv,0,234
simple gates,6,6
[repair_timing]
item,4_1_cts,5_1_grt
gates resized,349,0
endpoints found under the setup margin,107,104
hold buffers,0,0
No activity file was given, so power comes from the tool's default toggle rates.
